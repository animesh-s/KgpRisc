<file path="flow/run.sh">
#!/bin/bash
# OpenROAD 26Q1-2900-gdf79404cd8, Yosys 0.63+post, stock flow scripts
make -C /OpenROAD-flow-scripts/flow DESIGN_CONFIG=/design/flow/config.mk WORK_HOME=/design/flow/orfs finish
</file>
<file path="flow/config.mk">
export PLATFORM = sky130hd
export DESIGN_NAME = ControlUnit
export DESIGN_NICKNAME = ControlUnit
export VERILOG_FILES = /design/flow/design.v
export SDC_FILE = /design/flow/constraint.sdc
export NUM_CORES = 4
export LEC_CHECK = 1
export CORE_AREA = 10 10 70 70
export DIE_AREA = 0 0 80 80
</file>
<file path="flow/constraint.sdc">
current_design ControlUnit

set clk_period 2.1
set clk_io_pct 0.2

create_clock -name clk0 -period $clk_period

set non_clock_inputs [all_inputs -no_clocks]
set_input_delay [expr $clk_period * $clk_io_pct] -clock clk0 $non_clock_inputs
set_output_delay [expr $clk_period * $clk_io_pct] -clock clk0 [all_outputs]
</file>
<file path="flow/design.v">
`timescale 1ns / 1ps
module ControlUnit(
	  input [5:0] OpCode,
	  input [5:0] Funct,
	  output [1:0] RegDst1,
	  output RegWrite1,
	  output [1:0] AluSrc1,
	  output DataRead1,
	  output DataWrite1,
     output [1:0] RegInData1,
     output [2:0] PCUpdate1,
     output [2:0] LogicFunc1,
     output FnSel1,
     output FnClass1,
     output [1:0] BrSel1,
     output BCD1
     );
	  reg [1:0] RegDst;
	  reg RegWrite;
	  reg [1:0] AluSrc;
	  reg DataRead;
	  reg DataWrite;
     reg [1:0] RegInData;
     reg [2:0] PCUpdate;
     reg [2:0] LogicFunc;
     reg FnSel;
     reg FnClass;
     reg [1:0] BrSel;
     reg BCD; 
	  always @(OpCode or Funct)
	  begin
	                 RegDst = 0;
						  RegWrite = 0;
	                 AluSrc = 2'b00;
                    DataRead = 0;
                    DataWrite = 0;
                    RegInData = 0;
                    PCUpdate = 0;     
                    LogicFunc = 0;
                    FnSel = 0;
                    FnClass = 0;
	                 BrSel  = 0;
	                 BCD = 0;
	  case(OpCode)	
	  0:
	  begin
	    case(Funct)
		 6'b01000:                                  
		           begin
					    PCUpdate = 3'b100;
					  end
		 6'b10000,                                  
       6'b10001,                                  
       6'b11000,                                  
		 6'b11001,                                  
       6'b11011,                                  
       6'b11111,                                  
		 6'b11101: begin                            
						 RegDst= 2'b00;
						 RegWrite = 1'b1;
						 AluSrc = 2'b00;
						 DataRead = 1'b0;
						 DataWrite = 1'b0;
						 RegInData = 1;
						 PCUpdate = 3'b0;
						 FnClass = 1;
					  end
		6'b11010,                                   
		6'b11100,                                   
		6'b11110:  begin                            
						 RegDst = 2'b00;
						 RegWrite = 1'b1;
						 AluSrc = 2'b10;
						 DataRead = 1'b0;
						 DataWrite = 1'b0;
						 RegInData = 1'b1;
						 PCUpdate = 3'b0;
						 FnClass = 1;
		           end
      default:
		begin
                	  RegDst = 0;
						  RegWrite = 0;
	                 AluSrc = 2'b00;
                    DataRead = 0;
                    DataWrite = 0;
                    RegInData = 0;
                    PCUpdate = 0;     
                    LogicFunc = 0;
                    FnSel = 0;
                    FnClass = 0;
	                 BrSel  = 0;
	                 BCD = 0;	
		end					  
		 endcase
		 case(Funct)
		 6'b10000:                         
		  begin
		     FnSel = 0;
		     FnClass = 0; 
		  end
		 6'b10001:                     
		   begin
			   FnSel = 1;
            FnClass = 0;
         end
      6'b11000:                      
         begin
            LogicFunc = 0;
         end
		6'b11001:                       
         begin
            LogicFunc = 3'b001;
         end
      6'b11010:                       
            LogicFunc = 3'b010;
      6'b11011:                       
            LogicFunc = 3'b011;
      6'b11100:                       
            LogicFunc = 3'b110;
      6'b11101:                       
            LogicFunc = 3'b101;
      6'b11110:                       
            LogicFunc = 3'b110;
      6'b11111:                      
            LogicFunc = 3'b111;
		default:
		begin
                	  RegDst = 0;
						  RegWrite = 0;
	                 AluSrc = 2'b00;
                    DataRead = 0;
                    DataWrite = 0;
                    RegInData = 0;
                    PCUpdate = 0;     
                    LogicFunc = 0;
                    FnSel = 0;
                    FnClass = 0;
	                 BrSel  = 0;
	                 BCD = 0;	
		end
		endcase
		end
		6'b000001:                       
		  begin
					  AluSrc = 2'b10;
					  RegInData = 2'b1;
					  PCUpdate = 3'b011;             
                 LogicFunc = 3'b000;
					  FnClass =3'b0;
					  BrSel = 2'b00;
	    end
	   6'b000010:                        
		 begin
					  AluSrc = 2'b10;
					  PCUpdate = 3'b001;
                 LogicFunc = 3'b000;
					  FnClass =3'b0;
					  BrSel = 2'b00;
		 end
	   6'b000011:                        
		  begin
					  AluSrc = 2'b10;
					  PCUpdate = 3'b011;
                 LogicFunc = 3'b000;
					  FnClass = 3'b0;
					  BrSel = 2'b10;
        end
	   6'b000100:                     
		  begin
					  RegDst = 2'b00;
					  AluSrc = 2'b10;
					  PCUpdate = 3'b011;
                 LogicFunc = 3'b000;
					  FnClass =3'b0;
					  BrSel = 2'b01;
        end
	   6'b000101:                   
		  begin
		           RegDst = 2'b10;
		           RegWrite = 1'b1;
					  AluSrc = 2'b10;
					  DataRead = 1'b0;
					  DataWrite = 1'b0;
					  RegInData = 2'b10;
					  PCUpdate = 3'b001;
                 LogicFunc = 3'b000;
					  FnClass =3'b0;
					  BrSel = 2'b01;
					  BCD = 0;
        end
	  6'b000110:                      
		  begin
					  PCUpdate = 3'b010;
					  BCD = 0;
        end
	  6'b000111:                      
		  begin
		         PCUpdate = 3'b010;
					BCD = 1;
	     end
	  6'b101001:                      
		  begin
		           RegDst = 2'b01;
		           RegWrite = 1'b1;
					  AluSrc = 2'b01;
					  DataRead = 1'b1;
					  DataWrite = 1'b0;
					  RegInData = 2'b00;
					  PCUpdate = 3'b000;
                 LogicFunc = 3'b000;
					  FnClass =3'b0;
					  FnSel = 0;
        end
	 6'b101010:                      
		  begin
		           RegWrite = 1'b0;
					  AluSrc = 2'b01;
					  DataRead = 1'b0;
					  DataWrite = 1'b1;
					  PCUpdate = 3'b000;
                 LogicFunc = 3'b000;
					  FnClass =3'b0;
					  FnSel = 0;
        end
	   6'b001100:                  
	     begin
						RegDst = 2'b00;
						RegWrite = 1;
						AluSrc = 2'b01;
						RegInData = 1;
						FnSel = 0;
						FnClass = 0;
						PCUpdate = 0;
	     end
	  6'b001101:                 
	     begin
						RegDst = 2'b00;
						RegWrite = 1;
						AluSrc = 2'b01;
						RegInData =1;
						FnSel = 1;
						FnClass = 0;
						PCUpdate = 0;
	     end
		default:
		begin
                	  RegDst = 0;
						  RegWrite = 0;
	                 AluSrc = 2'b00;
                    DataRead = 0;
                    DataWrite = 0;
                    RegInData = 0;
                    PCUpdate = 0;     
                    LogicFunc = 0;
                    FnSel = 0;
                    FnClass = 0;
	                 BrSel  = 0;
	                 BCD = 0;	
		end				
	  endcase
	 end 
	 assign RegDst1 = RegDst;
	 assign RegWrite1 = RegWrite;
	 assign AluSrc1 = AluSrc;
    assign DataRead1 = DataRead;
    assign DataWrite1 = DataWrite;
    assign RegInData1 = RegInData;
    assign PCUpdate1 = PCUpdate;     
    assign LogicFunc1 = LogicFunc;
    assign FnSel1 = FnSel;
    assign FnClass1 = FnClass;
	 assign BrSel1  = BrSel;
	 assign BCD1 = BCD;
endmodule
</file>
==> metrics.yaml <==
finalWorstSetupSlack_ns: 0.0699
die_height_microns: 80
fp.coreArea_sq_um: 3420
slew_violations: 0
place_inst: 136
arrival_ns: 1.61
critPathRequiredTime_ns: 1.68
area_leaders: "nor2_1 (7.2%), nor3_1 (6.8%), buf_4 (6.2%), nand3b_1 (6.2%), nor3b_1 (6.2%)"
dp_slack_ns: -0.534
overflow: 0
cp_slowest_cell: "clkdlybuf4s50_1"
report.final.hold_viol_count: 0
seqCellArea_sq_um: 0
holdWs_ns: 1.23
wl_per_cell_microns: 11.4
endpoint_kind: "primary output"
yosys.area.top_type: "nor2_1"
critical_path_class: "input port to primary output"
grt_max_degree: 11
die_area_sq_um: 6400
path_delay_family: "buffers and inverters"
seq_cell_count: 0
drv_cap: 0
place_area_sq_um: 756
fin_crit_ns: 2.03
io_pins: 32
cp_num_buf_inv: 3
setup_viol: 0
synth-seq-area-share: 0
hp-class: "input port to primary output"
grt_pass1_wl_microns: 2560
area_delta_synth_final_pct: 127
design_area_sq_um: 830
rows: 21
power_density_nw_per_um2: 110
p_leak_nw: 0.437
critical_path.max_stage_delay_ns: 0.50
drc_errors: 0
fin_crit_sh: 0.967
hpwl_microns: 1350
syn_area_sq_um: 365
synth_cell_type_count: 31
dr.pass1.iters: 4
diodes: 0
core_util_floorplan: 0.107
ys_cells: 57
crit_fanout: 7
cp-start-kind: "input port"
final_cells: 141
rsz0062_at_grt: "true"
crit_chain: "buf_2 > buf_4 > nand2b_1 > nor3_1 > clkdlybuf4s50_1"
port_buffers: 31
drt_wl_total_microns: 1600
syn_area_per_cell_sq_um: 6.41
timing.fmax_ghz: 0.493
setup_tns_ns: 0
top_area_frac: 0.0719
dieWidth_microns: 80
drt-vias-per-instance: 3.79
initialDrtViolationCount: 99
grt_pass1_vias: 533
syn_inst: 57
vias: 535
grt_use_total: 0.0474
ir_drop_v: 0.0000327
hold_buffers: 0
status: "complete, no violations"
warning_count: 33
yosys-top-cells-count: "nor2_1 (7), nor3_1 (5)"
n_clock_buffer: 0
place_congestion: 0.749
yosys_warnings: 1
ant_nets: 0
antenna_found_initial: 0
ys_area_sq_um: 365
drive_above_1_share: 0.379
top_cell: "nor2_1"
## through the flow
stage / power (mW) / utilization
2_1_floorplan: 0.0411 / -
3_3_place_gp: 0.0885 / 0.221
3_5_place_dp: 0.0896 / 0.221
4_1_cts: 0.0877 / 0.228
5_1_grt: 0.101 / 0.243
6_report: 0.0915 / 0.243
## path summary, 6_finish.rpt
path | cells after the start | slack [ns] | endpoint | startpoint
setup / recovery | 5 | 0.07 | RegDst1[0] | OpCode[1]
hold / removal | 4 | 1.23 | PCUpdate1[0] | OpCode[5]
## layer usage
layer | share of wire | vias up | global-route usage | routed length (microns)
met1 | 0.40 | 243 | 0.0561 | 642
met4 | 0 | 0 | 0 | 0
met5 | 0 | - | 0 | 0
met3 | 0.079 | 0 | 0.0114 | 126
li1 | - | 278 | - | -
met2 | 0.52 | 14 | 0.0883 | 834
## repair_timing
item / CTS / global route
endpoints found under the hold margin: 0 / 0
buffers inserted: 4 / 2
gates cloned: 0 / 0
gates resized: 54 / 13
setup endpoints to repair: 19 / 12
pin swaps: 9 / 5
## placed cells by master (no fill, tap or decap), types with 2 or more instances in the layout
cell type / synthesis / final
nor3b_2: 0 / 2
nor3_1: 5 / 3
buf_6: 1 / 4
and2_4: 0 / 2
nand3b_1: 3 / 3
clkdlybuf4s50_1: 0 / 9
nor3_4: 0 / 2
nand2_1: 3 / 2
o21ai_0: 3 / 2
dlygate4sd2_1: 0 / 9
nor2b_1: 2 / 2
dlymetal6s2s_1: 0 / 5
inv_1: 2 / 2
nor2_1: 7 / 6
buf_2: 3 / 5
buf_4: 3 / 14
## report_power, final
group	switching, mW	internal [mW]	leakage [nW]
registers	0	0	0
logic	0.0421	0.0495	0.437
clock network	0	0	0
## logic make-up after synthesis
group,count (synthesis),synth area share
and+or+nand+nor,34,0.586
xor gates and xnor gates,1,0.0240
other,1,0.0103
buffers and inverters,10,0.164
AOI/OAI and AO/OA,11,0.216
## area by class of cell
class	count	area [sq um]
Timing Repair Buffer	46	407
Tap cell	46	57.6
Fill cell	393	2590
Inverter	2	7.51
Multi-Input combinational cell	47	358
Power is estimated from default activity; no workload was simulated.
