File: design/flow/design.v
`timescale 1ns / 1ps
module Mux_2_1(
	input [31:0]A,
	input [31:0]B,
	input Sel,
	output [31:0]Out
    );
	 assign Out = (Sel==0)?{A}:{B};
endmodule
File: design/flow/run.sh
#!/bin/bash
# OpenROAD 26Q1-2900-gdf79404cd8, Yosys 0.63+post, stock flow scripts
make -C /OpenROAD-flow-scripts/flow DESIGN_CONFIG=/design/flow/config.mk WORK_HOME=/design/flow/orfs finish
File: design/flow/config.mk
export PLATFORM = sky130hd
export DESIGN_NAME = Mux_2_1
export DESIGN_NICKNAME = Mux_2_1
export VERILOG_FILES = /design/flow/design.v
export SDC_FILE = /design/flow/constraint.sdc
export NUM_CORES = 4
export LEC_CHECK = 1
export CORE_AREA = 10 10 71 71
export DIE_AREA = 0 0 81 81
File: design/flow/constraint.sdc
current_design Mux_2_1

set clk_period 1.0
set clk_io_pct 0.2

create_clock -name clk0 -period $clk_period

set non_clock_inputs [all_inputs -no_clocks]
set_input_delay [expr $clk_period * $clk_io_pct] -clock clk0 $non_clock_inputs
set_output_delay [expr $clk_period * $clk_io_pct] -clock clk0 [all_outputs]
==> flow_metrics.env <==
# source this file to load flow results
export IMPL_status="complete, but fails checks"
export IMPL_violations="setup timing"
export IMPL_grt_antenna_before_repair=0
export IMPL_layout_area_seq_sq_um=0
export IMPL_max_cap_violations=0
export IMPL_slew_limit_headroom_pct=94.2
export IMPL_wl_met1_um=1080
export IMPL_log_warning_count=34
export IMPL_min_path_type="in2out"
export IMPL_slowest_stage="mux2_4"
export IMPL_timing_final_crit_share_pct=118
export IMPL_dr_max_layer_used="met3"
export IMPL_dp_slack_ns=-0.512
export IMPL_critPathKind="in2out"
export IMPL_power_share_sequential_pct=0
export IMPL_critPathMaxFanout=6
export IMPL_hold_buffers=0
export IMPL_end_kind="primary output"
export IMPL_leakagePower_nw=0.872
export IMPL_fin_ws_ns=-0.179
export IMPL_gr_usage_all_layers_pct=7.79
export IMPL_dr_wl_met2_um=1450
export IMPL_netlist_top_cells_count="30 x mux2_4, 3 x buf_12, 2 x mux2_2, 1 x buf_6"
export IMPL_chipArea_sq_mm=0.00656
export IMPL_top_cell="mux2_4"
export IMPL_antenna_cells=0
export IMPL_crit_chain="buf_12, buf_12, buf_12, mux2_4, buf_6"
export IMPL_die_w_um=81
export IMPL_num_rows=22
export IMPL_synthTopCellsByArea="mux2_4 83%, buf_12 11%, mux2_2 4.1%"
export IMPL_gp_congestion=0.832
export IMPL_firstDrtPassIters=2
export IMPL_irDropWorstVdd_v=0.000169
export IMPL_max_freq_mhz=848
export IMPL_dpl_hpwl_um=2500
export IMPL_top_area_cell="mux2_4"
export IMPL_powerDensity_mw_per_mm2=392
export IMPL_yosysTopAreaCellShare_pct=82.8
export IMPL_routed_via_density=3.82
export IMPL_wirelength_um=2880
export IMPL_setup_viol=32
export IMPL_clockPowerShare_pct=0
export IMPL_syn_area_per_cell_sq_um=15.1
export IMPL_grt_pass1_vias=764
export IMPL_yosysSeqAreaShare_pct=0
export IMPL_drive_above_1_share_pct=54.0
export IMPL_netlist_instances=36
export IMPL_fp_util_pct=15.0
export IMPL_port_buffers=97
export IMPL_comb_power_share_pct=100.0
export IMPL_rsz0062_at_grt="yes"
export IMPL_drtAntennaViolNets=0
export IMPL_die_h_um=81
export IMPL_finalHoldViolations=0
export IMPL_grt_start_max_net_pins=11
export IMPL_overflow=0
export IMPL_final_area_sq_mm=0.00159
export IMPL_worst_pin_slew_ns=0.0870
export IMPL_flop_count=0
export IMPL_core_sq_mm=0.00363
export IMPL_final_max_slew_viol_count=0
export IMPL_synth_distinct_cells=4
export IMPL_critPathArrivalTime_ns=0.98
export IMPL_yosysCellCount=36
export IMPL_dpl_cell_area_sq_mm=0.00154
export IMPL_clkbuf_count=0
export IMPL_whs_ns=0.691
export IMPL_drt_initial_drc_count=2
export IMPL_grt_pass1_wl_um=4140
export IMPL_swShare_pct=22.0
export IMPL_p_switching_mw=0.137
export IMPL_via_count=715
export IMPL_ios=97
export IMPL_worst_path_largest_cell_delay_ns=0.29
export IMPL_wl_met3_um=350
export IMPL_power_internal_mw=0.487
export IMPL_post_drt_wl_per_cell_um=15.4
export IMPL_cpMostUsedCell="buf_12"
export IMPL_synth_area_sq_um=544
export IMPL_crit_required_ns=0.80
export IMPL_drc=0
export IMPL_area_growth_pct=192
export IMPL_synth_warnings=0
export IMPL_start_kind="input pin"
export IMPL_ys_area_sq_um=544
export IMPL_layout_min_cycle_time_ns=1.18
==> layout make-up <==
class	count	area (sq um)
Timing Repair Buffer	107	1050
Tap cell	48	60.1
Fill cell	357	2040
Multi-Input combinational cell	32	477
==> metal layers <==
metal,up-vias,GRT usage (%)
met5,-,0
met4,0,0
met3,0,2.78
met2,50,14.3
met1,320,9.03
li1,345,-
==> cells by family after synthesis <==
kind of cell / synth area share, %
buffers and inverters: 13.1
muxes: 86.9
==> worst max-delay path: cells and delay by family <==
kind / cells / cell delay, ns
buffers and inverters: 4 / 0.48
multiplexers: 1 / 0.29
==> power groups by stage <==
stage	logic [mW]	registers (mW)	clock network, mW
finish	0.624	0	0
CTS	0.614	0	0
global route	0.666	0	0
==> cell usage in the layout (no fill, tap or decap) <==
master,synthesis,routed
dlygate4sd2_1,0,51
mux2_4,30,31
buf_6,1,23
buf_2,0,13
clkdlybuf4s50_1,0,9
dlymetal6s2s_1,0,4
buf_12,3,4
buf_16,0,2
mux2_2,2,1
buf_4,0,1
==> through the flow <==
stage / setup TNS (ns) / power [mW] / instances / util, %
floorplan: 0 / 0.206 / 36 / -
global placement: -15.61 / 0.656 / 179 / 42.4
detailed placement: -15.81 / 0.661 / 179 / 42.4
CTS: -3.62 / 0.614 / 186 / 42.3
global route: -3.86 / 0.666 / 187 / 43.8
finish: -3.30 / 0.624 / 187 / 43.8
==> worst paths after layout <==
check	from	end	cells past startpoint
max	Sel	Out[4]	5
min	B[29]	Out[29]	3
==> what timing repair did <==
action                                  CTS  global route
gates cloned                              2             0
pin swaps                                 0             0
setup buffers                             5             1
gates resized                           171            10
endpoints found under the setup margin   32            32
No activity file was given, so power comes from the tool's default toggle rates.
