`./config.mk`:
```
export PLATFORM = sky130hd
export DESIGN_NAME = RippleCarryAdder
export DESIGN_NICKNAME = RippleCarryAdder
export VERILOG_FILES = /design/flow/design.v
export SDC_FILE = /design/flow/constraint.sdc
export NUM_CORES = 4
export LEC_CHECK = 1
export CORE_AREA = 10 10 83 83
export DIE_AREA = 0 0 93 93
```
`./constraint.sdc`:
```
current_design RippleCarryAdder

set clk_period 30.1
set clk_io_pct 0.2

create_clock -name clk0 -period $clk_period

set non_clock_inputs [all_inputs -no_clocks]
set_input_delay [expr $clk_period * $clk_io_pct] -clock clk0 $non_clock_inputs
set_output_delay [expr $clk_period * $clk_io_pct] -clock clk0 [all_outputs]
```
`./design.v`:
```
`timescale 1ns / 1ps
module FullAdder(
	input A,
	input B,
	input Cin,
	output S,
	output Cout
    );
	wire w1,w2,w3;
	HalfAdder ha1(A,B,w1,w3);
	HalfAdder ha2(Cin,w1,S,w2);
	assign Cout = w2|w3;
endmodule
`timescale 1ns / 1ps
module HalfAdder(
	input A,
	input B,
	output S,
	output C
    );
	assign C = A&B;
	assign S = A^B;
endmodule
`timescale 1ns / 1ps
module RippleCarryAdder(
	input [31:0] A,
	input [31:0] B,
	output [31:0] S,
	output cout1,
	output overflow
    );
	wire [31:0] Cout;
	FullAdder fa0(A[0],B[0],1'b0,S[0],Cout[0]);
	FullAdder fa1(A[1],B[1],Cout[0],S[1],Cout[1]);
	FullAdder fa2(A[2],B[2],Cout[1],S[2],Cout[2]);
	FullAdder fa3(A[3],B[3],Cout[2],S[3],Cout[3]);
	FullAdder fa4(A[4],B[4],Cout[3],S[4],Cout[4]);
	FullAdder fa5(A[5],B[5],Cout[4],S[5],Cout[5]);
	FullAdder fa6(A[6],B[6],Cout[5],S[6],Cout[6]);
	FullAdder fa7(A[7],B[7],Cout[6],S[7],Cout[7]);
	FullAdder fa8(A[8],B[8],Cout[7],S[8],Cout[8]);
	FullAdder fa9(A[9],B[9],Cout[8],S[9],Cout[9]);
	FullAdder fa10(A[10],B[10],Cout[9],S[10],Cout[10]);
	FullAdder fa11(A[11],B[11],Cout[10],S[11],Cout[11]);
	FullAdder fa12(A[12],B[12],Cout[11],S[12],Cout[12]);
	FullAdder fa13(A[13],B[13],Cout[12],S[13],Cout[13]);
	FullAdder fa14(A[14],B[14],Cout[13],S[14],Cout[14]);
	FullAdder fa15(A[15],B[15],Cout[14],S[15],Cout[15]);
	FullAdder fa16(A[16],B[16],Cout[15],S[16],Cout[16]);
	FullAdder fa17(A[17],B[17],Cout[16],S[17],Cout[17]);
	FullAdder fa18(A[18],B[18],Cout[17],S[18],Cout[18]);
	FullAdder fa19(A[19],B[19],Cout[18],S[19],Cout[19]);
	FullAdder fa20(A[20],B[20],Cout[19],S[20],Cout[20]);
	FullAdder fa21(A[21],B[21],Cout[20],S[21],Cout[21]);
	FullAdder fa22(A[22],B[22],Cout[21],S[22],Cout[22]);
	FullAdder fa23(A[23],B[23],Cout[22],S[23],Cout[23]);
	FullAdder fa24(A[24],B[24],Cout[23],S[24],Cout[24]);
	FullAdder fa25(A[25],B[25],Cout[24],S[25],Cout[25]);
	FullAdder fa26(A[26],B[26],Cout[25],S[26],Cout[26]);
	FullAdder fa27(A[27],B[27],Cout[26],S[27],Cout[27]);
	FullAdder fa28(A[28],B[28],Cout[27],S[28],Cout[28]);
	FullAdder fa29(A[29],B[29],Cout[28],S[29],Cout[29]);
	FullAdder fa30(A[30],B[30],Cout[29],S[30],Cout[30]);
	FullAdder fa31(A[31],B[31],Cout[30],S[31],Cout[31]);
	assign cout1 = Cout[31];
	assign overflow = cout1 ^ Cout[30];
endmodule
```
`./run.sh`:
```
#!/bin/bash
# OpenROAD 26Q1-2900-gdf79404cd8, Yosys 0.63+post, stock flow scripts
make -C /OpenROAD-flow-scripts/flow DESIGN_CONFIG=/design/flow/config.mk WORK_HOME=/design/flow/orfs finish
```
==> impl_metrics.toml <==
# implementation run metrics
[status]
status = "complete, no violations"

[global_route]
first_global_vias = 962
grt_use_total_pct = 7.80
grt_max_degree = 3
first_pass_grt_wire_length_mm = 5.29
antenna_found_initial = 0
gr-total-overflow = 0

[logic_synthesis]
synthMostInstantiatedCell = "sky130_fd_sc_hd__buf_4"
ys_sh_simple_pct = 0
syn_area_per_cell_um2 = 12.9
yosys-stat-area_um2 = 901
yosysUniqueCellTypes = 5
syn_inst = 70
aoi_share_pct = 0
post_synth_instance_area_um2 = 901
yosys_warnings = 0
synth_top_area_cells = "sky130_fd_sc_hd__fa_1 69%, sky130_fd_sc_hd__buf_4 27%, sky130_fd_sc_hd__inv_1 2.1%"
fa_ha_area_share_pct = 70.3
ys_sh_xor_pct = 0.972
cell_count_in_the_yosys_report = 70
yosys.area.top_type_share_pct = 68.9
cell_accounting_for_the_most_synthesized_area = "sky130_fd_sc_hd__fa_1"
synth.mux.area_fraction_pct = 0
largest_family_of_logic_cells_by_area = "adder cells"
common_cells = "32 x sky130_fd_sc_hd__buf_4, 31 x sky130_fd_sc_hd__fa_1, 5 x sky130_fd_sc_hd__inv_1"
yosys.stat.seqShare_pct = 0

[timing]
totalNegativeSetupSlack_ns = 0
fin_crit_sh_pct = 84.7
setup_violations = 0
timing.max_slew.rel_slack_pct = 91.3
max_clock_freq_mhz = 39.2
grt_setup_unrepaired = "no"
timing_max_transition_violations_final = 0
final_hold_violations = 0
period_minus_slack_ns = 25.51
timing_worst_slew_pin_value_ns = 0.130

[routing]
drt-total-wl_mm = 3.27
routed-via-count = 735
final_antenna_net_count = 0
wl_per_cell_um = 15.9
first_iter_violations = 0
num_antenna_cells = 0
drt_pass1_iterations = 1
avgViaCountPerCell = 3.57
count_of_unresolved_drc_violations_after_routing = 0

[cells_and_area]
layout.area.seq_um2 = 0
layoutNonFillerInstCount = 206
combGateArea_um2 = 642
fin_util_pct = 33.6
num-clock-buffers = 0
nFlopsAndLatches = 0
fraction_of_layout_instances_using_a_drive_strength_above_1_pct = 0
fillerInstances = 538
area.growth.synth_to_final_pct = 91.9

[worst_setup_path]
worst_path_largest_cell_delay_ns = 0.48
end_kind = "output pin"
worstPathMaxFanout = 2
worst_path_required_time_ns = 24.08
path_common_cell = "sky130_fd_sc_hd__fa_1"
critical-path-slowest-cell = "sky130_fd_sc_hd__clkdlybuf4s50_1"
critical_path_startpoint_category = "input port"
arrival_ns = 19.49
path_class = "input port to output pin"

[floorplanning]
core-area_um2 = 5140
fp-utilization_pct = 17.5
fp.dieH_um = 93
placementRows = 26
die-width_um = 93
chip_area_um2 = 8650
boundaryPins = 98

[placed_design]
buffer_ports.inserted = 98
gp_congestion = 0.840
place_inst = 206
dp.final_hpwl_mm = 3.24

[clock_tree]
holdBufCountCts = 0
cts_resized = 0
post-cts-setup-buffer-count = 0

[pwr]
power_leakage_uw = 0.000648
power.ir.vdd_worst_mv = 0.00762
power-per-cell-area_nw_per_um2 = 20.9

[job]
maxCapViolations = 0
openroad.warnings = 32

[worst_hold_path]
min_path_type = "input port to output pin"
==> metrics by stage <==
step,hold WS (ns),worst slack [ns],power (uW),cell area (um^2)
2_1_floorplan,12.21,5.87,17.2,901
3_3_place_gp,13.09,4.60,37.0,1730
3_5_place_dp,13.09,4.54,37.2,1730
4_1_cts,13.09,4.52,37.4,1730
5_1_grt,13.14,4.11,41.4,1730
6_report,13.08,4.59,36.1,1730
==> kinds of logic after synthesis <==
family                   after synthesis
XOR/XNOR                               1
adder cells (fa/ha/maj)               32
buffers and inverters                 37
==> where the power goes <==
group	switching [uW]	internal (uW)
Clock	0	0
Combinational	9.48	26.7
Sequential	0	0
==> final timing paths <==
check  from  cells past startpoint  slack (ns)    end
max    A[0]                     36        4.59  S[31]
min    B[0]                      3       13.08   S[0]
==> metal layers <==
| metal | up-vias | global-route usage, % | part of all wire, % |
|---|---|---|---|
| li1 | 306 | - | - |
| met2 | 99 | 10.3 | 33 |
| met5 | - | 0 | 0 |
| met1 | 330 | 8.68 | 36 |
| met4 | 0 | 0 | 0 |
| met3 | 0 | 8.97 | 32 |
==> cells in the final DEF, fill, tap and decap left out <==
cell type and instances:
sky130_fd_sc_hd__ha_1 1, sky130_fd_sc_hd__xnor2_1 1, sky130_fd_sc_hd__inv_1 5, sky130_fd_sc_hd__clkdlybuf4s50_1 98
sky130_fd_sc_hd__fa_1 31
==> layout make-up <==
cell class | instances | share of cell area, %
inverters | 5 | 1.09
repair buffers | 98 | 56.7
well taps | 70 | 5.07
multi-input cells | 33 | 37.1
==> worst max-delay path, delay by kind of cell <==
kind,cells,cell delay (ns)
buf+inv,4,1.03
fa+ha+maj,32,12.43
Power is estimated from default activity; no workload was simulated.
